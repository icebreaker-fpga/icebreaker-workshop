==> flow/design.v <==
`default_nettype none
module top (
	input  CLK,
	input  BTN_N, BTN1, BTN2, BTN3,
	output LED1, LED2, LED3, LED4, LED5,
	output P1A1, P1A2, P1A3, P1A4, P1A7, P1A8, P1A9, P1A10,
);
	wire [7:0] seven_segment;
	assign { P1A10, P1A9, P1A8, P1A7, P1A4, P1A3, P1A2, P1A1 } = seven_segment;
	reg [7:0] display_value = 0;
	wire [7:0] display_value_inc;
	reg [20:0] clkdiv = 0;
	reg clkdiv_pulse = 0;
	assign LED1 = !BTN_N;                             
	assign LED2 = BTN1 || BTN2;                       
	assign LED3 = BTN2 ^ BTN3;                        
	assign LED4 = BTN3 && !BTN_N;                     
	assign LED5 = (BTN1 + BTN2 + BTN3 + 2'b00) >> 1;  
	always @(posedge CLK) begin
		if (clkdiv == 1200000) begin
			clkdiv <= 0;
			clkdiv_pulse <= 1;
		end else begin
			clkdiv <= clkdiv + 1;
			clkdiv_pulse <= 0;
		end
		if (clkdiv_pulse) begin
			display_value <= display_value_inc;
		end
	end
	assign display_value_inc = display_value + 8'b1;
	seven_seg_ctrl seven_segment_ctrl (
		.CLK(CLK),
		.din(display_value[7:0]),
		.dout(seven_segment)
	);
endmodule
module bcd8_increment (
	input [7:0] din,
	output reg [7:0] dout
);
	always @* begin
		case (1'b1)
			din[7:0] == 8'h 99:
				dout = 0;
			din[3:0] == 4'h 9:
				dout = {din[7:4] + 4'd 1, 4'h 0};
			default:
				dout = {din[7:4], din[3:0] + 4'd 1};
		endcase
	end
endmodule
module seven_seg_ctrl (
	input CLK,
	input [7:0] din,
	output reg [7:0] dout
);
	wire [6:0] lsb_digit;
	wire [6:0] msb_digit;
	seven_seg_hex msb_nibble (
		.din(din[7:4]),
		.dout(msb_digit)
	);
	seven_seg_hex lsb_nibble (
		.din(din[3:0]),
		.dout(lsb_digit)
	);
	reg [9:0] clkdiv = 0;
	reg clkdiv_pulse = 0;
	reg msb_not_lsb = 0;
	always @(posedge CLK) begin
		clkdiv <= clkdiv + 1;
		clkdiv_pulse <= &clkdiv;
		msb_not_lsb <= msb_not_lsb ^ clkdiv_pulse;
		if (clkdiv_pulse) begin
			if (msb_not_lsb) begin
				dout[6:0] <= ~msb_digit;
				dout[7] <= 0;
			end else begin
				dout[6:0] <= ~lsb_digit;
				dout[7] <= 1;
			end
		end
	end
endmodule
module seven_seg_hex (
	input [3:0] din,
	output reg [6:0] dout
);
	always @*
		case (din)
			4'h0: dout = 7'b 0111111;
			4'h1: dout = 7'b 0000110;
			4'h2: dout = 7'b 1011011;
			4'h4: dout = 7'b 1100110;
			4'h5: dout = 7'b 1101101;
			4'h6: dout = 7'b 1111101;
			4'h7: dout = 7'b 0000111;
			4'h9: dout = 7'b 1101111;
			4'hA: dout = 7'b 1110111;
			4'hB: dout = 7'b 1111100;
			4'hC: dout = 7'b 0111001;
			4'hD: dout = 7'b 1011110;
			4'hE: dout = 7'b 1111001;
			4'hF: dout = 7'b 1110001;
			default: dout = 7'b 1000000;
		endcase
endmodule
==> flow/run.sh <==
#!/bin/bash
# OpenROAD 26Q1-2900-gdf79404cd8, Yosys 0.63+post, stock flow scripts
make -C /OpenROAD-flow-scripts/flow DESIGN_CONFIG=/design/flow/config.mk WORK_HOME=/design/flow/orfs finish
==> flow/config.mk <==
export PLATFORM = sky130hd
export DESIGN_NAME = bcd8_increment
export DESIGN_NICKNAME = bcd8_increment
export VERILOG_FILES = /design/flow/design.v
export SDC_FILE = /design/flow/constraint.sdc
export NUM_CORES = 4
export LEC_CHECK = 1
export CORE_AREA = 10 10 70 70
export DIE_AREA = 0 0 80 80
==> flow/constraint.sdc <==
current_design bcd8_increment

set clk_period 3.1
set clk_io_pct 0.2

create_clock -name clk0 -period $clk_period

set non_clock_inputs [all_inputs -no_clocks]
set_input_delay [expr $clk_period * $clk_io_pct] -clock clk0 $non_clock_inputs
set_output_delay [expr $clk_period * $clk_io_pct] -clock clk0 [all_outputs]
==> Changelog: implementation <==
### Metrics

- IO Port Bufs: 16
- Unrepaired setup endpoints after global routing: no
- GRT Total Usage: 0.02147
- FILL cells: 390
- Hold Path Stages: 5
- Max cap viols: 0
- Gr ovfl total: 0
- VDD IR max: around 0.000011 V
- Core Area: 3416 sq um
- Total Power: 50.38 uW
- Hold buffers post-CTS: 0
- Crit path DAT: 2.38 ns
- M1 wire length: slightly below 300 microns
- Endpoint, Worst Hold: dout[1]
- Initial antenna violation count: 0
- Vias in the first global route: 265
- RD Place Congestion: 0.6661
- Hold Crit Class: primary input to output port
- Die area: 6400 sq um
- Multi-input gate area: between 150 and 200 sq um
- Row count: 21
- Worst-Margin Slew: 0.2557 ns
- Pwr dens: 112.8 nW/um^2
- Die W: 80 microns
- Critical Path RT: 2.48 ns
- Yosys cell count: 28
- Crit-path slowest cell: clkdlybuf4s50_1
- Mapped cell area: between 200 and 250 sq um
- N_diodes: 0
- Top layer in use: met3
- CP bufs+invs: 3
- Routed vias/inst: about 2.7
- Init Core Util: 0.06117
- Crit path max fanout: 6
- Beginning of the worst hold path: din[1]
- Crit start category: primary input
- Die height: 80 microns
- WHS: 2.285 ns
- DRC Markers: 0
- Outcome: completed
- Clock Buffer Count: 0
- Crit path max-delay family: buffers and inverters
- Crit path time final: 3.003 ns
- Pre-antenna DRT Iters: 4
- Crit path capture type: output port
- DP HPWL: 629.4 microns
- WP depth: 7
- Routed WL per cell: 7.849 microns
- Leak: ~0.18 nW
- Post-CTS setup buffers: 0
- DR WL met2: 330 microns
- Max Fclk: 333.0 MHz
- Final hold vios: 0
- Unique cell types: 17
- Via count: 255
- Largest net degree at the start of global routing: 7
- # setup viols final: 0
- DRT Wirelength: between 700 and 800 microns
- Synthesis area per yosys: approximately 210 sq um
- Initial DRC Count: 2
- Cycle use final: 0.9688
- Synth Warn #: 1
- Ports: 16
- Worst stage delay on the critical path: approximately 0.47 ns
- Share of layout cells above drive strength 1: 0.1702
- Synth Seq Share: 0
- CP cell instances: clkdlybuf4s50_1 > inv_1 > ha_1 > and3b_2 > nand2_1 > mux2_2 > clkdlybuf4s50_1
- Rel. slew slack: 0.8277
- Global-route wire length before repair: 1.159 mm
- Flip-flops: 0
- Reg area: 0 sq um
- Met3 routed WL: between 100 and 150 microns
- Cells after Synth: 28
- Routed Antenna Nets: 0
- Critical path class: primary input to output port
- Syn Area/Cell: approximately 7.5 sq um
- Final Max Tran Viols: 0
- Final setup TNS: 0 ns
- Most frequent CP cell: clkdlybuf4s50_1
- Final Util: 0.1308
- Tool Warnings: 34
- Area growth, synth to finish: 113.8%
==> placed cells by master, fill, tap and decap left out <==
master and count:
a21oi_1 2, o21ai_2 1, nand2_1 4, ha_1 4, clkdlybuf4s50_1 16, nor2_1 3
a221o_1 1, and4b_1 1, mux2i_1 1, a21o_2 1, and3b_2 1, mux2_2 1
o21ai_0 1, inv_1 2, buf_4 4, o22ai_1 1, nor3b_1 1, xnor2_1 2
==> worst max path at each step <==
stage	from	to	slack (ns)
4_1_cts	din[0]	dout[4]	0.06
6_report	din[1]	dout[6]	0.1
5_1_grt	din[1]	dout[5]	0.003
==> cell families (layout without fill, tap and decap cells) <==
group           count (synthesis)  in the layout  synth area share
xor+xnor                        2              2           0.08385
fa+ha+maj                       4              4            0.2395
simple gates                   10             10            0.2515
mux                             2              2            0.1018
compound gates                  7              7            0.2335
buf+inv                         3             22           0.08983
==> per-stage QoR <==
stage | setup WS (ns) | instance area (sq um) | instances
3_5_place_dp | 0.07137 | 445.4 | 93
5_1_grt | 0.002969 | 446.7 | 93
6_report | 0.09681 | 446.7 | 93
3_3_place_gp | 0.07094 | 445.4 | 93
4_1_cts | 0.05853 | 445.4 | 93
2_1_floorplan | 1.004 | 209.0 | 28
==> power by group <==
group	switching (mW)	total [mW]	internal, mW	leakage (nW)
Combinational	0.0158	0.0504	0.0346	0.181
Sequential	0	0	0	0
Clock	0	0	0	0
Total	0.0158	0.0504	0.0346	0.181
==> timing repair <==
item | 4_1_cts | 5_1_grt
gates resized | 0 | 1
endpoints found under the setup margin | 0 | 3
endpoints found under the hold margin | 0 | 0
==> area by class of cell <==
cell class                      count  area share
Inverter                            2     0.01681
Multi-Input combinational cell     25      0.4286
Tap cell                           46      0.1289
Timing Repair Buffer               20      0.4258
==> worst min-delay path: stages <==
cell             delay (ns)
clkdlybuf4s50_1        0.42
inv_1                  0.07
ha_1                   0.11
nor2_1                 0.04
clkdlybuf4s50_1        0.42
==> cells in the mapped netlist <==
master / instances / share of area
buf_6: 1 / 0.054
o21ai_2: 1 / 0.042
a21o_2: 1 / 0.042
nor2_1: 3 / 0.054
a21oi_1: 2 / 0.048
o21ai_0: 1 / 0.024
nand2_1: 4 / 0.072
and4b_1: 1 / 0.048
a221o_1: 1 / 0.048
and3b_1: 1 / 0.042
mux2_2: 1 / 0.054
inv_1: 2 / 0.036
mux2i_1: 1 / 0.048
nor3b_1: 1 / 0.036
o22ai_1: 1 / 0.030
ha_1: 4 / 0.24
xnor2_1: 2 / 0.084
==> per-layer routing <==
metal,global-route usage,vias to the layer above
li1,-,138
met1,0.02703,108
met2,0.03772,9
met3,0.005682,0
met4,0,0
met5,0,-
Power is estimated from default activity; no workload was simulated.
